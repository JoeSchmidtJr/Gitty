==> design/flow/design.v <==
module adder #(parameter N = 8) (In1, In2, Cin, Sum, Cout);
  input logic [N-1:0] In1, In2;
  input logic Cin;
  output logic [N-1:0] Sum;
  output logic Cout;
  assign {Cout, Sum} = In1 + In2 + Cin;
endmodule
==> design/flow/run.sh <==
#!/bin/bash
# OpenROAD 26Q1-2900-gdf79404cd8, Yosys 0.63+post, stock flow scripts
make -C /OpenROAD-flow-scripts/flow DESIGN_CONFIG=/design/flow/config.mk WORK_HOME=/design/flow/orfs finish
==> design/flow/config.mk <==
export PLATFORM = sky130hd
export DESIGN_NAME = adder
export DESIGN_NICKNAME = adder
export VERILOG_FILES = /design/flow/design.v
export SDC_FILE = /design/flow/constraint.sdc
export NUM_CORES = 4
export LEC_CHECK = 1
export CORE_AREA = 10 10 70 70
export DIE_AREA = 0 0 80 80
==> design/flow/constraint.sdc <==
current_design adder

set clk_period 4.7
set clk_io_pct 0.2

create_clock -name clk0 -period $clk_period

set non_clock_inputs [all_inputs -no_clocks]
set_input_delay [expr $clk_period * $clk_io_pct] -clock clk0 $non_clock_inputs
set_output_delay [expr $clk_period * $clk_io_pct] -clock clk0 [all_outputs]
==> reports/results.tsv <==
metric	value	unit
initial_utilization	0.09707	
place.gp.congestion	0.8072	
flops	0	
chipArea	6400	µm²
grt_max_degree	7	
busiest_layer	met1	
post-route-drc-count	0	
hold_slack	2.960	ns
end_kind	output port	
fin_cells	114	
synth_top_area_share	0.2642	
status	complete, no violations	
tool_warnings	32	
logic_area	320.3	µm²
ys_cells	42	
layout-drive-gt1-share	0.01471	
cts_hold_buffers	0	
post_synth_num_cell_types	20	
max_freq	234.8	MHz
finalCritPeriodShare	0.9062	
top_area_cell	ha_1	
max_slew_margin	0.7668	
holdPathEnd	Sum[0]	
maxCapViolations	0	
crit_required	3.76	ns
routed_wl	1097	µm
area.growth.synth_to_final	95.85	%
yosys.area_share.simple	0.1736	
ys_area	331.6	µm²
p_leak	0.0002575	µW
drt_iter0_markers	9	
tightest_slew	0.3410	ns
grt_pass1_wl	1780	µm
nFillCells	381	
fin_util	0.1901	
dp.final_hpwl	1010	µm
syn-cell-area	331.6	µm²
die_w	80	µm
overflow	0	
fp-row-count	21	
syn-instance-count	42	
layout_top_cells	clkdlybuf4s50_1 (26), ha_1 (7), a21oi_1 (5), nand2_1 (3)	
yosysWarningCount	0	
place_inst	114	
wl_per_cell	9.623	µm
cp.arrival	3.32	ns
mux_share	0.03019	
core-area	3416	µm²
io_buffers	26	
setup_viol	0	
synthTopCellsByArea	ha_1 (26%), fa_1 (12%), a21oi_1 (7.5%)	
use_met1	0.04838	
rsz0062_at_grt	no	
grt_pass1_vias	399	
ant_nets	0	
grt_util_met3	0.01364	
yosys.area_share.adder	0.3849	
grt_usage	0.03285	
hold_path.class	primary input to output port	
final_cell_area	649.4	µm²
die_h	80	µm
ys_sh_xor	0.1057	
period_needed	4.259	ns
crit_path_start_kind	primary input	
postCtsSetupBuffers	0	
maxSlewViolCount	0	
holdPathStages	3	
placed_area	649.4	µm²
tns	0	ns
clkbuf_count	0	
dr.pass1.iters	3	
worstPathMaxFanout	2	
ir_worst_vdd	0.00005265	V
ioPinCount	26	
grt_util_met2	0.04575	
ys_sh_aoi	0.2717	
synthTopLogicFamily	adder cells	
vias_per_cell	3.491	
avgSynthCellArea	7.894	µm²
finalHoldViolCount	0	
power_per_cell_area	127.5	nW/µm²
worstSetupPathType	primary input to output port	
final_common_cell	clkdlybuf4s50_1	
min_from	Cin	
n_antenna_cell	0	
seqCellArea	0	µm²
ys_seq_frac	0	
post_cts_resized	0	
antenna_found_initial	0	
vias	398	
layout make-up:
cell class | instances | share of cell area
Inverter | 3 | 0.01734
Multi-Input combinational cell | 39 | 0.4933
Timing Repair Buffer | 26 | 0.4008
Tap cell | 46 | 0.08863
routing by layer:
| layer | vias to the layer above | share of wire |
|---|---|---|
| li1 | 212 | - |
| met1 | 166 | 0.51 |
| met2 | 20 | 0.34 |
| met3 | 0 | 0.15 |
| met4 | 0 | 0 |
| met5 | - | 0 |
report_power, final:
group	leakage (µW)	switching [µW]	internal (µW)	total (µW)
Sequential	0	0	0	0
Clock	0	0	0	0
Combinational	0.000258	27.9	54.9	82.8
synthesized netlist by cell type:
cell type / number
o21bai_1: 1
ha_1: 7
nand2_1: 3
nand3_1: 2
inv_1: 2
nor4_1: 1
xnor2_1: 2
fa_1: 2
inv_2: 1
nor2_1: 2
a2111oi_0: 1
a21oi_1: 5
mux2i_1: 1
nor3_1: 2
a311o_1: 2
xor2_1: 2
a221oi_1: 1
nor2b_1: 2
o21ai_0: 1
a21o_1: 2
metrics by stage:
step	worst slack (ns)	total power (µW)
6_report	0.4410	82.78
5_1_grt	0.2828	93.23
4_1_cts	0.4052	84.65
3_5_place_dp	0.4336	83.81
3_3_place_gp	0.4568	83.61
2_1_floorplan	1.521	32.71
worst max-delay path: stages:
cell and delay, ns:
clkdlybuf4s50_1 0.43, fa_1 0.46, fa_1 0.41, a21oi_1 0.21, nor2_1 0.07, nor2_1 0.17, xnor2_1 0.15, clkdlybuf4s50_1 0.49
kinds of logic (layout without fill, tap and decap cells):
logic type      count (synthesis)  count (layout)
compound gates                 13              13
xor+xnor                        4               4
fa+ha+maj                       9               9
buf+inv                         3              29
mux                             1               1
simple gates                   12              12
worst max path at each step:
stage / startpoint / to / cells after the start
CTS: In1[0] / Sum[6] / 8
global route: In1[0] / Sum[6] / 8
finish: In1[0] / Sum[6] / 8
No activity file was given, so power comes from the tool's default toggle rates.
